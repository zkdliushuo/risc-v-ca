===== flow/design.v =====
`timescale 1ns / 1ps
module cache_miss_count(
    input wire clk,
    input wire rst,
    input wire miss,
    input wire cache_write,
    input wire cache_read,
    output reg [63:0] miss_count,
    output reg [63:0] cache_access_count
    );
    reg miss_old;
    reg cache_read_old,cache_write_old;
    always@(posedge clk or posedge rst) 
    begin 
        if (rst)
            cache_access_count<=0;
        else if(cache_read&&!cache_read_old || cache_write&&!cache_write_old) begin
            cache_access_count<=cache_access_count+1;
        end
    end
    always@(posedge clk or posedge rst) 
    begin 
        if (rst)
            cache_read_old<=0;
        else begin
            cache_read_old<=cache_read;
        end
    end
     always@(posedge clk or posedge rst) 
    begin 
        if (rst)
            cache_write_old<=0;
        else begin
            cache_write_old<=cache_write;
        end
    end
    always@(posedge clk or posedge rst) 
    begin 
        if (rst)
            miss_count<=0;
        else if(miss&&!miss_old) begin
            miss_count<=miss_count+1;
        end
    end
    always@(posedge clk or posedge rst) 
    begin 
        if (rst)
            miss_old<=0;
        else begin
            miss_old<=miss;
        end
    end
endmodule

===== flow/run.sh =====
#!/bin/bash
# OpenROAD 26Q1-2900-gdf79404cd8, Yosys 0.63+post, stock flow scripts
make -C /OpenROAD-flow-scripts/flow DESIGN_CONFIG=/design/flow/config.mk WORK_HOME=/design/flow/orfs finish

===== flow/config.mk =====
export PLATFORM = sky130hd
export DESIGN_NAME = cache_miss_count
export DESIGN_NICKNAME = cache_miss_count
export VERILOG_FILES = /design/flow/design.v
export SDC_FILE = /design/flow/constraint.sdc
export NUM_CORES = 4
export LEC_CHECK = 1
export CORE_UTILIZATION = 40

===== flow/constraint.sdc =====
current_design cache_miss_count

set clk_period 4.7
set clk_io_pct 0.2

create_clock -name clk0 -period $clk_period [get_ports {clk}]

set non_clock_inputs [all_inputs -no_clocks]
set_input_delay [expr $clk_period * $clk_io_pct] -clock clk0 $non_clock_inputs
set_output_delay [expr $clk_period * $clk_io_pct] -clock clk0 [all_outputs]

==> results.md <==
| Result | Value |
|:---|:---|
| Status | complete, no violations |
| Relative max-transition margin | 44.78% |
| Top-count cell post-synth | dfrtp_1 |
| Power density over the cells | 356.9 nW/um^2 |
| Startpoint type of the worst setup path | input pin |
| Top post-synthesis cells by count | dfrtp_1, xnor2_1, xor2_1 |
| Number of placement rows | 44 |
| Register bit total from synthesis | 131 |
| Fraction of final layout cells sized beyond drive strength 1 | 7.983% |
| Count of final setup violators | 0 |
| CTS resizes | 0 |
| Total routed wirelength | 13.70 mm |
| Required time reported for the critical path endpoint | 5.03 ns |
| Final setup skew | 0.005742 ns |
| Largest net degree at the start of global routing | 52 |
| Synthesis area per yosys | 6106 um^2 |
| Final cell count without fillers | 898 |
| Reg clk slew, reported paths | 0.06 ns |
| Total non-filler cell area in the finished layout | 8274 um^2 |
| Area share of the largest cell type after synthesis | 53.69% |
| Final GP Congestion | 0.8360 |
| Per-instance average area after synthesis | 11.00 um^2 |
| Transition time at the pin with the least slew margin | 0.8259 ns |
| Placed cell count | 866 |
| Fin crit share | 61.77% |
| Library cell used as clock root buffer | clkbuf_16 |
| Cell area after technology mapping | 6106 um^2 |
| Overall track demand over capacity in global routing | 19.15% |
| Worst-skew pair later-pin latency | 0.41 ns |
| # DRC | 0 |
| Post-synth EDFFs | 0 |
| Number of CTS-inserted buffers | 17 |
| Hold_buf cts | 0 |
| Chip height | 125.6 um |
| Most instantiated flip-flop cell in the synthesis netlist | dfrtp_1 |
| Number of cells in the yosys synthesis report | 555 |
| Area of placed instances | 7622 um^2 |
| Maximum clock rate | 0.3445 GHz |
| Number of distinct library cell variants in the gate-level netlist after synthesis | 35 |
| Top area cells in the synthesized netlist | dfrtp_1, xnor2_1, xor2_1 |
| Layout area overhead | 35.51% |
| Iter 0 DRT Violations | 268 |
| Largest fanout on the critical path | 13 |
| Total via count in the routed design | 4,593 |
| Maximum VDD drop | 0.0002543 V |
| Die Span X | 125.6 um |
| Number of global-route vias before repair | 4,643 |
| Post-CTS setup buffers | 0 |
| Number of warning messages in the logs | 25 |
| Number of cells traversed by the worst register-to-register path | 6 |
| Number of pins exceeding their max-slew limit in the final report | 0 |
| Number of buffers between clock root and the deepest sink | 2 |
| Number of vias per cell after detailed routing | 5.115 |
| Antenna diode count | 0 |
| HPWL Detailed | 9.467 mm |
| Number of cells on the worst hold path | 1 |
| Yosys top cell by area | dfrtp_1 |
| Standard cell core area | 14,700 um^2 |
| Global route overflow | 0 |
| Leakage power of the design | 3.655 nW |
| Async set-or-reset flop fraction in the synthesized netlist | 100.0% |
| Clock tree from TritonCTS | yes |
| Initial Utilization | 41.54% |
| Chip footprint | 15,760 um^2 |
| Top-level I/O count | 133 |
| Post-placement setup slack | 1.441 ns |
| Final count of hold timing violations | 0 |
| Max_cap viols | 0 |
| Antenna violations before repair | 0 |
| WS Path Type | input pin to register |
| 1st-pass router iterations | 24 |
| Gate count after technology mapping | 555 |
| Final period demand of the worst path | 2.903 ns |
| H-tree level count | 4 |
| Wire length of the first global-routing pass | 23.74 mm |
| Crit. End Element | register |
| Sum of negative setup slack | 0 ns |
| Per-cell routed wire length | 15.25 um |
| Unrepaired setup endpoints after global routing | no |
| Sinks on the clock net | 131 |
| Count of antenna-violating nets left after detailed routing | 0 |
| Setup slack after layout | 1.797 ns |
| Number of port buffers | 132 |
| Data arrival time of the critical path | 3.23 ns |
| Type of the worst min-delay path | register to register |
| Post-synthesis sequential area ratio | 53.69% |
| Warnings, synthesis | 1 |
-- flip-flops by register name, indices dropped and copies added, names as in the netlist --
register and flops:
miss_old 1, miss_count 64, cache_read_old 1, cache_access_count 64
cache_write_old 1
-- power by group --
group	total, mW	internal [mW]	switching (mW)
combinational	0.223	0.147	0.0757
sequential	1.28	1.19	0.0886
clock	1.45	0.980	0.473
total	2.95	2.32	0.638
-- stage by stage --
| step | power, mW | hold slack, ns | util (%) |
|---|---|---|---|
| finish | 2.953 | 0.4673 | 56.29 |
| global route | 3.087 | 0.4847 | 56.29 |
| detailed placement | 1.521 | 0.4564 | 51.86 |
| CTS | 2.990 | 0.4681 | 56.29 |
| global placement | 1.516 | 0.4575 | 51.86 |
| floorplan | 1.371 | 0.4204 | - |
-- final cells by class --
cell class	count	area (um^2)
clock buffer	22	474.2
clock inverter	10	177.7
fill	1181	6425
inverter	20	77.57
multi-input combinational	397	2700
sequential	131	3278
tap	184	230.2
timing repair buffer	134	1336
-- critical path, stage by stage --
cell and delay [ns]:
clkdlybuf4s50_1 0.48, nand2b_1 0.18, a2111oi_4 0.60, nand4_4 0.38
nor4_1 0.45, xor2_1 0.19
-- path summary, 6_finish.rpt --
| kind | startpoint | endpoint | slack (ns) |
|---|---|---|---|
| max | cache_write | cache_access_count[50] | 1.80 |
| min | miss_count[63] | miss_count[63] | 0.47 |
| max reg2reg | cache_access_count[0] | cache_access_count[50] | 2.35 |
| min reg2reg | miss_count[63] | miss_count[63] | 0.47 |
| max in group asynchronous | rst | miss_count[22] | 2.73 |
| min in group asynchronous | rst | cache_access_count[7] | 0.98 |
-- layout by cell type, fill, tap and decap left out, types with 5 or more instances in the layout --
master	count
and3_1	11
bufinv_16	5
clkbuf_16	17
clkdlybuf4s50_1	132
dfrtp_1	131
inv_1	19
nand2_1	59
nand2b_1	6
nand3_1	37
nand4_1	33
nor2_1	36
nor3_1	26
nor4_1	23
xnor2_1	65
xor2_1	61
-- cells by family after synthesis --
| group | after synthesis | synth area share [%] |
|---|---|---|
| flops | 131 | 53.69 |
| buf+inv | 27 | 2.090 |
| simple gates | 264 | 24.61 |
| xor+xnor | 126 | 18.07 |
| fa+ha+maj | 2 | 0.4098 |
| mux | 1 | 0.1844 |
| compound gates | 4 | 0.9427 |
-- per-layer routing --
layer	vias up	wire (um)	GRT usage, %
met3	18	607	4.056
li1	2209	-	-
met4	0	173	2.941
met5	-	0	0
met2	114	6273	27.65
met1	2252	6643	31.46
No activity file was given, so power comes from the tool's default toggle rates.
